### config.mk
export PLATFORM = sky130hd
export DESIGN_NAME = S1
export DESIGN_NICKNAME = S1
export VERILOG_FILES = /design/flow/design.v
export SDC_FILE = /design/flow/constraint.sdc
export NUM_CORES = 4
export LEC_CHECK = 1
export CORE_UTILIZATION = 30
### constraint.sdc
current_design S1

set clk_period 5.8
set clk_io_pct 0.2

create_clock -name clk0 -period $clk_period [get_ports {clk}]

set non_clock_inputs [all_inputs -no_clocks]
set_input_delay [expr $clk_period * $clk_io_pct] -clock clk0 $non_clock_inputs
set_output_delay [expr $clk_period * $clk_io_pct] -clock clk0 [all_outputs]
### design.v
module S1(clk,
	  rst,
	  RB1_RW,
	  RB1_A,
	  RB1_D,
	  RB1_Q,
	  sen,
	  sd);
  input clk, rst;
  output reg RB1_RW;       
  output reg [4:0] RB1_A;  
  output reg [7:0] RB1_D;  
  input [7:0] RB1_Q;   
  output reg sen, sd;
  reg [143:0] temp;
  reg temp_finish;
  reg [2:0] addr;
  reg [9:0] load1,start;
always @(negedge clk or posedge rst) begin
	if(rst)begin
	  RB1_RW <= 1'd1;
	  sen <= 1'd1;
	  RB1_A <= 5'd0;
	  RB1_D <= 8'd0;
	  sd <= 1'd0;
	  temp_finish <= 1'd0;
	  addr <= 3'd0;
	  load1 <= 10'd0;
	end
	else if(temp_finish == 1'd0)begin
	  if (RB1_A < 5'd17) begin
		RB1_A <= RB1_A + 5'd1;	  
	  end
	  if (RB1_A == 0) begin
		temp[7:0] <= RB1_Q;	  
	  end
	  else if (RB1_A == 1) begin
		 temp[15:8] <= RB1_Q;
	  end
	  else if (RB1_A == 2) begin
		 temp[23:16] <= RB1_Q;
	  end
	  else if (RB1_A == 3) begin
		 temp[31:24] <= RB1_Q;
	  end
	  else if (RB1_A == 4) begin
		 temp[39:32] <= RB1_Q;
	  end
	  else if (RB1_A == 5) begin
		 temp[47:40] <= RB1_Q;
	  end
	  else if (RB1_A == 6) begin
		 temp[55:48] <= RB1_Q;
	  end
	  else if (RB1_A == 7) begin
		 temp[63:56] <= RB1_Q;
	  end
	  else if (RB1_A == 8) begin
		 temp[71:64] <= RB1_Q;
	  end
	  else if (RB1_A == 9) begin
		 temp[79:72] <= RB1_Q;
	  end
	  else if (RB1_A == 10) begin
		 temp[87:80] <= RB1_Q;
	  end
	  else if (RB1_A == 11) begin
		 temp[95:88] <= RB1_Q;
	  end
	  else if (RB1_A == 12) begin
		 temp[103:96] <= RB1_Q;
	  end
	  else if (RB1_A == 13) begin
		 temp[111:104] <= RB1_Q;
	  end
	  else if (RB1_A == 14) begin
		 temp[119:112] <= RB1_Q;
	  end
	  else if (RB1_A == 15) begin
		 temp[127:120] <= RB1_Q;
	  end
	  else if (RB1_A == 16) begin
		 temp[135:128] <= RB1_Q;
	  end
	  else if(RB1_A == 17)begin
		 temp[143:136] <= RB1_Q;
		 temp_finish <= 1'd1;
	  end
	end
	else begin
	  load1 <= load1 + 10'd1;
	  if (load1 == 10'd0) begin
		  sen <= 1'd0;
		  sd <= addr[2];
		  start <= 7 - addr;
	  end
	  else if (load1 == 10'd1) begin
		  sd <= addr[1];
	  end
	  else if (load1 == 10'd2) begin
		  sd <= addr[0];
	  end
	  else if (load1 == 10'd3) begin
		  sd <= temp[start+136];
	  end
	  else if (load1 == 10'd4) begin
		  sd <= temp[start+128];
	  end
	  else if (load1 == 10'd5) begin
		  sd <= temp[start+120];
	  end
	  else if (load1 == 10'd6) begin
		  sd <= temp[start+112];
	  end
	  else if (load1 == 10'd7) begin
		  sd <= temp[start+104];
	  end
	  else if (load1 == 10'd8) begin
		  sd <= temp[start+96];
	  end
	  else if (load1 == 10'd9) begin
		  sd <= temp[start+88];
	  end
	  else if (load1 == 10'd10) begin
		  sd <= temp[start+80];
	  end
	  else if (load1 == 10'd11) begin
		  sd <= temp[start+72];
	  end
	  else if (load1 == 10'd12) begin
		  sd <= temp[start+64];
	  end
	  else if (load1 == 10'd13) begin
		  sd <= temp[start+56];
	  end
	  else if (load1 == 10'd14) begin
		  sd <= temp[start+48];
	  end
	  else if (load1 == 10'd15) begin
		  sd <= temp[start+40];
	  end
	  else if (load1 == 10'd16) begin
		  sd <= temp[start+32];
	  end
	  else if (load1 == 10'd17) begin
		  sd <= temp[start+24];
	  end
	  else if (load1 == 10'd18) begin
		  sd <= temp[start+16];
	  end
	  else if (load1 == 10'd19) begin
		  sd <= temp[start+8];
	  end
	  else if (load1 == 10'd20) begin
		  sd <= temp[start];
	  end
	  else if(load1 == 10'd21)begin
		load1 <= 10'd0;
		sen <= 1'd1;
		addr <= addr + 3'd1;
	  end
	end
end
endmodule
### run.sh
#!/bin/bash
# OpenROAD 26Q1-2900-gdf79404cd8, Yosys 0.63+post, stock flow scripts
make -C /OpenROAD-flow-scripts/flow DESIGN_CONFIG=/design/flow/config.mk WORK_HOME=/design/flow/orfs finish
==> results.toml <==
# synthesis and place-and-route metrics
[clock_tree]
clock_tree_from_tritoncts = "built"
ctsHoldBuffers = 0
clock_latency_at_the_later_pin_of_the_worst_skew_pair_ns = 0.45
cts_inserted_buffers = 17
cts-htree-levels = 4
clkSlewWorstSetupHoldPaths_ns = 0.05
cts-root-to-sink-buffers = 2
ctsRootBufferMaster = "sky130_fd_sc_hd__clkbuf_16"
post_cts_resize_count = 0
post-cts-setup-buffer-count = 0
tritoncts_num_sinks = 168

[die]
floorplan.initialDensity_pct = 30.86
fp.dieH_um = 157.8
die.size.x_um = 157.8
io-pin-count = 26
rows = 56
area_of_the_core_region_um2 = 23610
die_area_um2 = 24910

[cells_and_area]
share_of_post_route_cells_with_drive_strength_above_1_pct = 17.20
final_core_util_pct = 38.57
synthToLayoutAreaGrowth_pct = 25.00
final_cells = 976
final.fill_count = 2125

[drt]
antennaDiodeCount = 0
drtAntennaViolNets = 0
residual_drc_count = 0
via_per_inst = 4.567
finalWirelength_um = 15310
drt_first_pass_iters = 5
avgRoutedWirePerCell_um = 15.68
drtIter0Drc = 256
via_count = 4457

[worst_setup_path]
cell_breakdown_of_the_critical_path = "clkdlybuf4s50_1"
crit_type = "reg2out"
timing.critical_path.required_ns = 4.64
crit_path_start_kind = "flip-flop"
max_stage_delay_ns = 0.52
timing.reg2reg.setup_slack_ns = 2.97
crit_arrival_ns = 4.31
crit_slowest_cell = "sky130_fd_sc_hd__dfstp_2"
end_kind = "primary output"
critical_path_fanouts_max = 2
critical_path.top_delay_family = "flip-flops"
worst-path-buf-inv = 1

[synth]
syn_area_per_cell_um2 = 16.12
netlist-cell-type-count = 58
synth_top_area_share_pct = 60.59
synth-edff-count = 147
topCellsByArea = "sky130_fd_sc_hd__edfxtp_1 61%, sky130_fd_sc_hd__mux4_2 11%, sky130_fd_sc_hd__dfrtn_1 6.9%"
ys_seq_share_pct = 67.82
synthesis.yosys.warnings = 1
synthesized_area_um2 = 7286
ys_chip_area_um2 = 7286
postSynth.topFlopCell = "sky130_fd_sc_hd__edfxtp_1"
syn_inst = 452
yosys-stat-cells = 452
ys_async_sr_fraction_pct = 12.50
ys_ff = 168
netlist.top_cell.by_area = "sky130_fd_sc_hd__edfxtp_1"
post_synth_most_frequent_cells = "147 x sky130_fd_sc_hd__edfxtp_1, 34 x sky130_fd_sc_hd__mux4_2, 34 x sky130_fd_sc_hd__nor2_1"
synthMostInstantiatedCell = "sky130_fd_sc_hd__edfxtp_1"

[power]
power.ir.vdd_worst_mv = 0.2424
cell_internal_pwr_mw = 2.086
power.combinational.fraction_pct = 1.3
leak_pwr_nw = 3.755
sequentialPowerShare_pct = 46.6
net_sw_power_uw = 758.8
power_frac_clock_pct = 52.2
cellPowerDensity_nw_per_um2 = 312.3
p_sw_share_pct = 26.68

[flow_run]
cap_viol_max_count = 0
warning_count = 179

[global_routing]
antenna_found_initial = 0
grt-ovfl-total = 0
global_route_wire_length_before_repair_um = 24520
largest_net_degree_at_the_start_of_global_routing = 39
first_global_vias = 4940
global_route.usage.total_pct = 13.90

[place]
post-place-cells = 797
gpl.final_weighted_congestion = 0.8813
hpwlAfterDp_um = 9412
port-buffer-count = 16

[sta]
maxSlewViolCount = 0
worst_clock_skew_ns = 0.06378
hold_viol = 0
timing_worst_slew_pin_value_ns = 0.6872
tightest_slew_margin_relative_to_the_limit_pct = 54.19
grt_setup_unrepaired = "false"
holdWs_ns = 0.4227
setup-violations-final = 0
timing.setup.tns_ns = 0

[worst_hold_path]
timing.hold.worst.class = "reg2reg"

[run_status]
outcome = "finished, final reports clean"
-- layout make-up --
type / count / area (um2) / share of cell area, %
Clock buffer: 17 / 425.4 / 4.671
Clock inverter: 163 / 728.2 / 7.996
Inverter: 17 / 63.81 / 0.7006
Multi-Input combinational cell: 241 / 2127 / 23.35
Sequential cell: 168 / 4941 / 54.25
Tap cell: 319 / 399.1 / 4.382
Timing Repair Buffer: 51 / 422.9 / 4.644
-- cells by family after synthesis --
family,count (synthesis),share of synthesized area [%]
buf+inv,50,3.435
flops,168,67.82
compound gates,57,5.427
xor+xnor,10,1.202
other cells,2,0.1031
fa+ha+maj,10,1.717
simple gates,102,7.093
mux,53,13.21
-- registers in the layout, summed over array words and instances (netlist names) --
signal and count:
temp_finish 1, addr 3, sd 1, load1 10, RB1_A 5, sen 1, start 3, temp 144
-- final timing paths --
kind / from / endpoint / cells after the start
worst min register to register: load1[9]$_DFFE_NP0P_ / load1[9]$_DFFE_NP0P_ / 1
worst max-delay path: sen$_DFFE_NP1P_ / sen / 1
max in group asynchronous: rst / load1[7]$_DFFE_NP0P_ / 4
worst min-delay path: load1[9]$_DFFE_NP0P_ / load1[9]$_DFFE_NP0P_ / 1
min in group asynchronous: rst / load1[2]$_DFFE_NP0P_ / 3
worst max register to register: start[1]$_DFFE_NP_ / sd$_DFFE_NP0P_ / 8
-- power groups by stage --
stage	clock network (mW)	registers, mW	logic [mW]
4_1_cts	1.53	1.32	0.0384
5_1_grt	1.66	1.32	0.0403
6_report	1.48	1.32	0.0363
-- layer usage --
metal	global-route usage (%)	part of all wire (%)	vias to the layer above
li1	-	-	2139
met1	15.07	37	2095
met2	21.69	50	215
met3	10.06	12	8
met4	3.837	0.89	0
met5	0	0	-
-- layout by cell type (no fill, tap or decap), types with 6 or more instances in the layout --
cell type	Yosys	routed
sky130_fd_sc_hd__clkbuf_16	0	17
sky130_fd_sc_hd__clkdlybuf4s50_1	0	16
sky130_fd_sc_hd__edfxtp_1	147	147
sky130_fd_sc_hd__inv_1	15	162
sky130_fd_sc_hd__o21ai_0	6	6
sky130_fd_sc_hd__nand3_1	14	14
sky130_fd_sc_hd__nand2_1	19	19
sky130_fd_sc_hd__mux4_2	34	34
sky130_fd_sc_hd__buf_4	10	35
sky130_fd_sc_hd__xnor2_1	10	10
sky130_fd_sc_hd__dfrtn_1	20	20
sky130_fd_sc_hd__mux2i_1	14	14
sky130_fd_sc_hd__conb_1	2	9
sky130_fd_sc_hd__a31oi_1	7	7
sky130_fd_sc_hd__ha_1	10	10
sky130_fd_sc_hd__nor2_1	34	34
-- through the flow --
stage / power [mW] / cell area, um2 / setup WS, ns
after floorplan: 1.499 / 7318 / 0.3367
after global placement: 1.531 / 7958 / 0.09214
after detailed placement: 1.531 / 7958 / 0.08228
after CTS: 2.892 / 9107 / 0.3046
after global routing: 3.023 / 9107 / 0.2723
final: 2.844 / 9107 / 0.3286
Power figures rest on the tool's default switching activity, not on a simulated workload.
